--- design/flow/config.mk ---
export PLATFORM = sky130hd
export DESIGN_NAME = RegFile
export DESIGN_NICKNAME = RegFile
export VERILOG_FILES = /design/flow/design.v
export SDC_FILE = /design/flow/constraint.sdc
export NUM_CORES = 4
export LEC_CHECK = 1
export CORE_UTILIZATION = 50
--- design/flow/constraint.sdc ---
current_design RegFile

set clk_period 6.8
set clk_io_pct 0.2

create_clock -name clk0 -period $clk_period [get_ports {clk}]

set non_clock_inputs [all_inputs -no_clocks]
set_input_delay [expr $clk_period * $clk_io_pct] -clock clk0 $non_clock_inputs
set_output_delay [expr $clk_period * $clk_io_pct] -clock clk0 [all_outputs]
--- design/flow/design.v ---
`timescale 1ns / 1ps
module PC(clk, pc, new_pc);
    input [31:00]pc;
    input clk;
    output reg [31:00]new_pc;
    always@(posedge clk)
    begin
        new_pc <= pc;
    end
endmodule
module Adder(pc, new_pc);
    input [31:00]pc;
    output reg [31:00]new_pc;
    initial begin
    new_pc = 100;
    end
    always@(*)
    begin
        new_pc <= pc+4;
        end
endmodule
module Instruction_Memory(pc,do);
    input [31:00]pc;
    output reg [31:00] do;
    reg[31:00] IM [00:511];
    initial begin
    IM[100] = 32'b10001100000000100000000000000000;
    IM[104] = 32'b10001100000000110000000000000100;
    IM[108] = 32'b10001100000001000000000000001000;
    IM[112] = 32'b10001100000001010000000000001100;
    IM[116] = 32'b00000000010010100011000000100000;
    end
    always@(pc)
    begin
        do <= IM[pc];
        end
endmodule
module IFID(clk, do,instruction);
    input [31:00]do;
    input clk;
    output reg [31:00]instruction;
    always@(posedge clk)
    begin
    instruction <= do;
    end
endmodule
module Control_Unit(instruction, wreg, m2reg, wmem, aluc, aluimm, regrt); 
    input [31:00]instruction;
    wire [5:0]op;
    assign op = instruction[31:26];
    wire [5:0]func;
    assign func = instruction[5:0];
    output reg wreg;
    output reg m2reg;
    output reg wmem;
    output reg [3:0] aluc;
    output reg aluimm;
    output reg regrt;
    always@(instruction) begin
        case(op)
            6'b100011:
            begin
                wreg <= 1'b1;
                m2reg <= 1'b1;
                wmem <= 1'b0;
                regrt <=1'b1; 
                aluc <= 4'b0010;
                aluimm <= 1'b1;
                end 
             6'b000000:
             begin
                wreg <= 1'b1;
                m2reg <= 1'b0;
                wmem <= 1'b0;
                regrt <= 1'b0;
                aluc <= 4'b0010;
                aluimm <= 1'b0;
                end
                endcase
 end
 endmodule
module multiplexer(rd,rt, regrt, out);  
    input [4:0]rd;  
    input [4:0]rt;  
    input regrt;  
    output reg [4:0]out;  
    always@(rd, rt, regrt) begin
        if (regrt == 1'b0)
            out <= rd;   
        else
            out <= rt;   
end
endmodule
module sign_extender(instruction, imm_out);
    input [31:00]instruction;
    wire [15:0]immediate;
    output reg [31:00] imm_out;
    assign immediate = instruction[15:0];
    always@(immediate)begin
        imm_out <= {{8{immediate[7]}}, immediate[7:0]};  
        end
endmodule
module RegFile(clk, instruction, qa, qb, wwreg, wn, d); 
input clk;
input wwreg;
input [4:0] wn;
input [31:00] d;
input [31:00] instruction;
reg [4:0] rt;
reg [4:0] rs;
output reg [31:00] qa;
output reg [31:00] qb;
reg [0:31] RF [31:0];
integer i;
initial begin
for (i=0; i < 32; i = i+1)  
        RF[i] <= 32'd0;  
end
always@(instruction) begin
    rt <= instruction[20:16];  
    rs <= instruction[25:21];
    end
always@(rt, rs) begin
    qa <= RF[rs];  
    qb <= RF[rt];
    end
 always@(negedge clk) begin
    if (wwreg == 1) begin
        RF[wn] <= d;
        end 
    end
endmodule
module IDEXE(clk, wreg, m2reg, wmem, aluc, aluimm, rdrt_output, imm, qa, qb, ewreg, em2reg, ewmem, ealuc, ealuimm, erdrt_output, eimm, eqa, eqb);
input wreg;
input m2reg;
input wmem;
input [3:0]aluc;
input aluimm;
input [4:0]rdrt_output;
input [31:00]imm;
input [31:00]qa;
input [31:00]qb;
input clk;
output reg ewreg;
output reg em2reg;
output reg ewmem;
output reg [3:0]ealuc;
output reg ealuimm;
output reg [4:0]erdrt_output;
output reg [31:00]eimm;
output reg [31:00]eqa;
output reg [31:00]eqb;
always@(posedge clk)begin
    ewreg <= wreg;
    em2reg <= m2reg;
    ewmem <= wmem;
    ealuc <= aluc;
    ealuimm <= aluimm;
    erdrt_output <= rdrt_output;
    eimm <= imm;
    eqa <= qa;
    eqb <= qb;
end
endmodule
module multiplexer2(eqb,eimm, ealuimm, mux2_out); 
    input [31:0]eqb; 
    input [31:0]eimm;  
    input ealuimm;  
    output reg [31:0]mux2_out;  
    always@(eqb, eimm, ealuimm) begin
        if (ealuimm == 1'b0)
            mux2_out <= eqb;   
        else
            mux2_out <= eimm;   
end
endmodule
module alu(mux2, eqa, ealuc, alu_out);
    input [31:00]eqa;
    input [3:0]ealuc;
    input [31:00]mux2;
    output reg [31:00]alu_out;  
     always@(eqa, mux2, ealuc) begin
        case(ealuc)
            4'b0010:
            begin
               alu_out <= eqa + mux2;
            end 
endcase
end
endmodule
 module EXEMEM(clk, ewreg, em2reg, ewmem, erdrt_output,alu_out, eqb, mwreg, mm2reg, mwmem, mrdrt_output, malu_out, mqb );
    input clk;
    input ewreg;
    input em2reg;
    input ewmem;
    input [4:0]erdrt_output;
    input [31:00]alu_out; 
    input [31:00]eqb;
    output reg mwreg;
    output reg mm2reg;
    output reg mwmem;
    output reg [4:0]mrdrt_output;
    output reg [31:00]malu_out; 
    output reg [31:00]mqb;
    always@(posedge clk)begin
        mwreg <= ewreg;
        mm2reg <= em2reg;
        mwmem <= ewmem;
        mrdrt_output <= erdrt_output;
        malu_out <= alu_out;
        mqb <= eqb;
        end
endmodule
module DataMem(malu_out, mqb, mwmem, dm_out);
    input [31:00]malu_out;
    input [31:00]mqb;
    input mwmem;
    output reg [31:00]dm_out;
    reg [0:31] DM [31:0];
    initial begin
        DM[0] <= 32'hA00000AA;
        DM[1] <= 32'h10000011;
        DM[2] <= 32'h20000022;
        DM[3] <= 32'h30000033;
        DM[4] <= 32'h40000044;
        DM[5] <= 32'h50000055;
        DM[6] <= 32'h60000066;
        DM[7] <= 32'h70000077;
        DM[8] <= 32'h80000088;
        DM[9] <= 32'h90000099;
    end
    always@(*) begin
        if (mwmem == 0) begin
            dm_out <= DM[{2'b00,malu_out[31:2]}];
        end
        else begin
            DM[{2'b00,malu_out[31:2]}] <= mqb;
            end
    end
endmodule
module MEMWB(clk, mwreg, mm2reg, mrdrt_out, alu_out, dm_out, wwreg, wm2reg, wrdrt_out, walu_out, wdm_out);
    input clk;
    input mwreg;
    input mm2reg;
    input [4:0]mrdrt_out;
    input [31:00]alu_out;
    input [31:00]dm_out;
    output reg wwreg;
    output reg wm2reg;
    output reg [4:0]wrdrt_out;
    output reg [31:00]walu_out;
    output reg [31:00]wdm_out;
    always@(posedge clk) begin
        wwreg <= mwreg;
        wm2reg <= mm2reg;
        wrdrt_out <= mrdrt_out;
        walu_out <= alu_out;
        wdm_out <= dm_out;
        end
endmodule
module wmultiplexer(wm2reg, walu_out, wdm_out, wmultiplexer_out);
    input wm2reg;
    input [31:00]walu_out;
    input [31:00]wdm_out;
    output reg [31:00]wmultiplexer_out;
    always@(*)begin
       if (wm2reg == 1'b0) begin
         wmultiplexer_out <= walu_out;
       end   
       else begin
          wmultiplexer_out <= wdm_out;
       end
    end
    endmodule
--- design/flow/run.sh ---
#!/bin/bash
# OpenROAD 26Q1-2900-gdf79404cd8, Yosys 0.63+post, stock flow scripts
make -C /OpenROAD-flow-scripts/flow DESIGN_CONFIG=/design/flow/config.mk WORK_HOME=/design/flow/orfs finish
==> out/notes.md <==
## Routing
* **number of antenna-violating nets in the routed design** 0
* **drt total wl** 155.3 mm
* **post-detailed-route wirelength per cell** 25.96 um
* **DRC viols** 0
* **via density per instance** 5.868
* **first-pass iteration count of the detailed router** 6
* **routed vias** 35,090
* **DRC marker count from the first detailed-route iteration** 2,433

## Pwr
* **power share of the sequential group** 41.4%
* **maximum vdd drop** 0.0002109 V
* **Gate power share** 8.1%
* **net switching share of the total power** 28.04%
* **leakage component of the power** 26.92 nW
* **areal power density over the cells** 279.2 nW/um2
* **net switching component of the power** 0.004820 W
* **Clk network pwr share** 50.5%
* **Internal Power** 0.01237 W

## Layout
* **number of flip-flops in the largest register** 1,024
* **Area Overhead vs Synth** 26.26%
* **largest reg by FF count** RF
* **Regs by FF count** RF: 1024 flops
* **Core Util, Final** 63.66%
* **fill cell total of the finished layout** 6,641
* **layout cell share with drive strength beyond 1** 13.93%

## Critical path
* **Crit Path Class** reg -> out
* **Req. time, crit path** 5.44 ns
* **Crit. End Element** primary output
* **Max FO, Critical Path** 2
* **Critical Path Start Type** register
* **worst path arrival time** 5.57 ns

## Floorplan
* **floorplan die height** 314.3 um
* **starting density of the core** 50.42%
* **die x size** 314.3 um
* **# rows** 114
* **Chip Footprint** 98,780 um2
* **ports placed on the boundary** 135
* **total core area** 96,710 um2

## Clocking
* **Clock Path Buffers** 3
* **number of buffers added by the clock tree synthesis step** 113
* **CTS HTree Levels** 3
* **Reg clk slew, reported paths** 0.03 ns
* **clock root buffer master** sky130_fd_sc_hd__clkbuf_16
* **Clock Sink Count** 1,024
* **CTS tree** done

## Place
* **Port Buffers** 112
* **post-detailed-placement half-perimeter wirelength** 89.27 mm
* **Placer Congestion** 0.8902
* **pre-CTS setup slack** 0.03056 ns

## Final timing
* **final-report hold violation count** 0
* **Final setup violation count** 17
* **number of pins with negative max-slew slack in the final report** 0
* **setup repair after global routing missed its margin** true
* **Worst slew margin** 31.94%
* **transition at the pin with the smallest max-transition slack** 1.021 ns
* **worst setup slack after layout** -0.1328 ns

## Synth
* **area figure in the yosys stat output** 48,760 um2
* **Synth Instances** 3,387
* **cell count in the Yosys report** 3,387
* **Seq share, synth** 63.06%
* **number of distinct standard cells referenced by the synthesized netlist** 24
* **syn_area_per_cell** 14.40 um2
* **yosys warning tally** 1
* **area of the mapped netlist** 48,760 um2
* **total of flip-flops plus latches after synthesis** 1,024

## Global routing
* **global-route congestion overflow total** 0
* **number of antenna violations at the first check in global routing** 2
* **vias in the first global route** 38,580
* **Total GRT Usage** 34.92%
* **global-route wire length before repair** 227.4 mm
* **largest net degree at the start of global routing** 95

## Hold path
* **class of the most critical hold timing path** in -> out

## Job
* **Max Cap Violations** 0
* **warning total across the stage logs** 1,052

## Status
* **failing checks** negative setup slack
* **outcome** finished with violations

[per-layer routing]
metal | part of all wire [%] | vias to the layer above | GRT usage, %
li1 | - | 15900 | -
met1 | 36 | 16730 | 44.90
met2 | 45 | 2141 | 46.43
met3 | 16 | 317 | 25.70
met4 | 3.5 | 8 | 14.83
met5 | 0.14 | - | 1.886
[per-stage QoR]
stage	hold WS (ns)	setup TNS [ns]	std cells	instance area (um2)	power (W)
global route	3.636	-4.537	5980	61570	0.01824
finish	3.597	-0.7825	5981	61570	0.01719
floorplan	2.981	-159.40	3387	48780	0.008796
detailed placement	4.056	0	4749	53160	0.009424
CTS	3.615	-1.861	5979	61360	0.01739
global placement	4.049	0	4749	53160	0.009406
[worst paths after layout]
check                     to  cells past startpoint           startpoint
worst min-delay path   qb[9]                      6      instruction[17]
worst max-delay path  qb[26]                      8  RF[7][26]$_DFFE_NP_
[placed cells by master (no fill, tap or decap), types with 7 or more instances in the layout]
master | synthesis | routed
sky130_fd_sc_hd__a21oi_1 | 192 | 192
sky130_fd_sc_hd__a22o_1 | 128 | 128
sky130_fd_sc_hd__a22oi_1 | 192 | 192
sky130_fd_sc_hd__a31oi_1 | 64 | 28
sky130_fd_sc_hd__a31oi_2 | 0 | 29
sky130_fd_sc_hd__a31oi_4 | 0 | 7
sky130_fd_sc_hd__buf_12 | 0 | 96
sky130_fd_sc_hd__buf_2 | 80 | 46
sky130_fd_sc_hd__buf_4 | 52 | 135
sky130_fd_sc_hd__buf_6 | 37 | 12
sky130_fd_sc_hd__bufinv_16 | 0 | 23
sky130_fd_sc_hd__clkbuf_16 | 0 | 117
sky130_fd_sc_hd__clkdlybuf4s50_1 | 0 | 46
sky130_fd_sc_hd__clkinvlp_2 | 0 | 27
sky130_fd_sc_hd__edfxtp_1 | 1024 | 1024
sky130_fd_sc_hd__inv_1 | 1 | 1049
sky130_fd_sc_hd__inv_4 | 0 | 7
sky130_fd_sc_hd__mux2i_1 | 1024 | 1024
sky130_fd_sc_hd__nand2_1 | 195 | 193
sky130_fd_sc_hd__nand3_1 | 194 | 158
sky130_fd_sc_hd__nand3_2 | 0 | 28
sky130_fd_sc_hd__nand3_4 | 0 | 8
sky130_fd_sc_hd__nor2_4 | 0 | 34
sky130_fd_sc_hd__nor3_2 | 0 | 54
[critical path: stages (launching register included)]
cell and delay, ns:
sky130_fd_sc_hd__edfxtp_1 0.39, sky130_fd_sc_hd__buf_4 0.15, sky130_fd_sc_hd__mux2i_1 0.13, sky130_fd_sc_hd__a22o_1 0.17, sky130_fd_sc_hd__nor3_2 0.05, sky130_fd_sc_hd__a31oi_2 0.22
sky130_fd_sc_hd__buf_4 0.17, sky130_fd_sc_hd__nand3_4 0.08, sky130_fd_sc_hd__buf_6 0.12
[power groups by stage]
stage,registers [W],logic (W),clock network [W]
after CTS,0.00711,0.00136,0.00892
after global routing,0.00711,0.00147,0.00967
final,0.00711,0.00139,0.00868
[cell families (layout without fill, tap and decap cells)]
kind of cell / Yosys count / count (layout) / share of synthesized area, %
and+or+nand+nor: 509 / 509 / 4.716
buffers and inverters: 254 / 1570 / 3.161
muxes: 1024 / 1024 / 21.02
DFF: 1024 / 1024 / 63.06
AOI/OAI and AO/OA: 576 / 576 / 8.046
other: 0 / 2 / 0
[synth_stat cells]
master / n / area [um2]
sky130_fd_sc_hd__nor2_1: 35 / 131.4
sky130_fd_sc_hd__a22oi_1: 192 / 1441
sky130_fd_sc_hd__buf_2: 80 / 400.4
sky130_fd_sc_hd__edfxtp_1: 1024 / 30750
sky130_fd_sc_hd__a22o_1: 128 / 1121
sky130_fd_sc_hd__or2_2: 2 / 12.51
sky130_fd_sc_hd__a21oi_1: 192 / 960.9
sky130_fd_sc_hd__buf_4: 52 / 390.4
sky130_fd_sc_hd__nand2_1: 195 / 732.0
sky130_fd_sc_hd__nor2b_1: 4 / 25.02
sky130_fd_sc_hd__nand3_1: 194 / 970.9
sky130_fd_sc_hd__a31oi_1: 64 / 400.4
sky130_fd_sc_hd__nor3_1: 64 / 320.3
sky130_fd_sc_hd__or3b_2: 3 / 26.28
sky130_fd_sc_hd__or3_1: 1 / 6.260
sky130_fd_sc_hd__inv_1: 1 / 3.750
sky130_fd_sc_hd__clkbuf_4: 4 / 30.03
sky130_fd_sc_hd__clkbuf_1: 73 / 274.0
sky130_fd_sc_hd__nand2b_1: 4 / 25.02
sky130_fd_sc_hd__mux2i_1: 1024 / 10250
sky130_fd_sc_hd__nand3b_1: 5 / 37.54
sky130_fd_sc_hd__and2_1: 2 / 12.51
sky130_fd_sc_hd__buf_1: 7 / 26.28
sky130_fd_sc_hd__buf_6: 37 / 416.7
[cell type report]
| cell class | instances | area, um2 | share of cell area (%) |
|---|---|---|---|
| timing repair buffer | 343 | 3826 | 6.215 |
| antenna | 2 | 5.005 | 0.008129 |
| clock buffer | 117 | 2928 | 4.755 |
| tap | 1276 | 1597 | 2.593 |
| multi-input combinational | 2109 | 17620 | 28.62 |
| clock inverter | 1110 | 4842 | 7.865 |
| sequential | 1024 | 30750 | 49.94 |
[repair_timing]
action / 4_1_cts / 5_1_grt
setup buffers: 8 / 3
pin swaps: 121 / 109
setup endpoints to repair: 64 / 61
gates resized: 331 / 46
hold buffers: 0 / 0
Power and IR drop assume default switching activity.
